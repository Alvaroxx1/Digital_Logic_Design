[/design/flow/design.v]
`timescale 1ns / 1ps
module seven_segment(SW_A, SW_B, anodes, led_a, led_b);
    input [7:4] SW_A;
    input [3:1] SW_B;
    output reg [7:0] anodes;
    output reg [7:0] led_a, led_b;
    always @(SW_A)
        case (SW_A)
            4'b0000: {led_a, led_b} = {8'b11111100, 8'b11111100};  
            4'b0001: {led_a, led_b} = {8'b01100000, 8'b01100000};  
            4'b0010: {led_a, led_b} = {8'b11011010, 8'b11011010};  
            4'b0011: {led_a, led_b} = {8'b11110010, 8'b11110010};  
            4'b0100: {led_a, led_b} = {8'b01100110, 8'b01100110};  
            4'b0101: {led_a, led_b} = {8'b10110110, 8'b10110110};  
            4'b0110: {led_a, led_b} = {8'b10111110, 8'b10111110};  
            4'b0111: {led_a, led_b} = {8'b11100000, 8'b11100000};  
            4'b1000: {led_a, led_b} = {8'b11111110, 8'b11111110};  
            4'b1001: {led_a, led_b} = {8'b11110110, 8'b11110110};  
            4'b1010: {led_a, led_b} = {8'b11101110, 8'b11101110};  
            4'b1011: {led_a, led_b} = {8'b00111110, 8'b00111110};  
            4'b1100: {led_a, led_b} = {8'b10011100, 8'b10011100};  
            4'b1101: {led_a, led_b} = {8'b01111010, 8'b01111010};  
            4'b1110: {led_a, led_b} = {8'b10011110, 8'b10011110};  
            4'b1111:  {led_a, led_b} = {8'b10001110, 8'b10001110};  
        default:  {led_a, led_b} = {8'b11111100, 8'b11111100};  
        endcase
    always @(SW_B)
        case (SW_B)
            3'b000: anodes = 8'b00000001;
            3'b001: anodes = 8'b00000010;
            3'b010: anodes = 8'b00000100;
            3'b011: anodes = 8'b00001000;
            3'b100: anodes = 8'b00010000;
            3'b101: anodes = 8'b00100000;
            3'b110: anodes = 8'b01000000;
            3'b111: anodes = 8'b10000000;
    endcase
endmodule
[/design/flow/run.sh]
#!/bin/bash
# OpenROAD 26Q1-2900-gdf79404cd8, Yosys 0.63+post, stock flow scripts
make -C /OpenROAD-flow-scripts/flow DESIGN_CONFIG=/design/flow/config.mk WORK_HOME=/design/flow/orfs finish
[/design/flow/config.mk]
export PLATFORM = sky130hd
export DESIGN_NAME = seven_segment
export DESIGN_NICKNAME = seven_segment
export VERILOG_FILES = /design/flow/design.v
export SDC_FILE = /design/flow/constraint.sdc
export NUM_CORES = 4
export LEC_CHECK = 1
export CORE_AREA = 10 10 70 70
export DIE_AREA = 0 0 80 80
[/design/flow/constraint.sdc]
current_design seven_segment

set clk_period 1.6
set clk_io_pct 0.2

create_clock -name clk0 -period $clk_period

set non_clock_inputs [all_inputs -no_clocks]
set_input_delay [expr $clk_period * $clk_io_pct] -clock clk0 $non_clock_inputs
set_output_delay [expr $clk_period * $clk_io_pct] -clock clk0 [all_outputs]
==> run_results.csv <==
group,metric,value,unit
routing,route.antenna.diode_count,0,
synthesis,synth_cell_type_count,23,
floorplan,die_h,80,um
layout,fillcell_total,349,
power,cellLeakagePower,0.000422,uW
global_route,global_route.overflow_total,0,
floorplan,floorplan.die_area,6400,sq um
sta,maxSlewViolCount,0,
synthesis,netlist_instances,52,
global_route,antenna_violations_before_repair,0,
layout,drive_gt1_share,69.9,%
flow_run,cap_viol_max_count,0,
status,failed_checks,"negative setup slack",
power,vdd_drop_max,0.0386,mV
layout,layout.area.comb,463,sq um
status,outcome,"finished with violations",
synthesis,synth_area,418,sq um
placement,pre_cts_slack,-897,ps
global_route,grt.total_usage,4.23,%
min_path,min_path_type,"in -> out",
flow_run,warning_count,40,
routing,starting_drt_drc_count,47,
critical_path,setup.worst_path.end_class,"output pin",
sta,final_period_minus_worst_setup_slack,1660,ps
synthesis,syn-mean-instance-area,8.04,sq um
critical_path,crit_arrival,1340,ps
routing,route.vias.total,489,
global_route,grt_pass1_wl,2290,um
critical_path,startpoint_types,"input port",
global_route,grt_pass1_vias,485,
layout,clkbuf_count,0,
critical_path,timing.critical_path.required,1280,ps
sta,achievable-frequency,0.602,GHz
synthesis,ys_seq_share,0,%
routing,routed_wire_length_per_instance,11.6,um
sta,unrepaired_setup_endpoints_after_global_routing,"true",
critical_path,critical_path.max_fanout,3,
routing,route.final.wire_length,1610,um
routing,routed_via_density,3.52,
layout,seqCellArea,0,sq um
floorplan,boundaryPins,31,
power,power.density_cell_area,229,nW/um^2
power,p_total,223,uW
critical_path,setup_cp_type,"in -> out",
sta,final.period_utilization,104,%
synthesis,synthesis.yosys.warnings,1,
layout,n_sequential_cell,0,
routing,first_pass_iters,4,
placement,placer_congestion_estimate,0.680,
synthesis,yosys-stat-area,418,sq um
floorplan,die.size.x,80,um
layout,area_delta_synth_final,133,%
routing,route.detailed.drc,0,
floorplan,placement_rows,21,
global_route,grt_max_degree,9,
floorplan,floorplan.core_util,12.2,%
sta,finalWorstSetupSlack,-60.9,ps
routing,ant_nets,0,
synthesis,yosysCellCount,52,
sta,setup_viol,3,
clock_network,holdBufCountCts,0,
placement,number_of_buffers_inserted_by_port_buffering,29,
sta,report.final.hold_viol_count,0,
floorplan,core-area,3420,sq um
[worst paths after layout]
check	start	slack (ps)	to	cells after the start
max	SW_A[4]	-60	led_a[4]	6
min	SW_A[7]	1130	led_a[2]	4
[cell families after synthesis]
group                      share of synthesized area, %
muxes                                              19.2
and+or+nand+nor                                    24.0
other                                             0.897
AOI/OAI and AO/OA                                  10.5
adders and majority gates                          21.0
buffers and inverters                              24.5
[stage by stage]
step / setup TNS, ps / std cells / hold WS [ps] / area (sq um) / utilization, %
after detailed placement: -14180 / 128 / 1690 / 768 / 22.5
after global placement: -14000 / 128 / 1700 / 768 / 22.5
after floorplan: 0 / 53 / 653 / 422 / -
final: -177 / 139 / 1130 / 973 / 28.5
after global routing: -437 / 139 / 1160 / 973 / 28.5
after CTS: -261 / 137 / 1130 / 918 / 26.9
[critical path, stage by stage]
cell    delay, ps
buf_8         100
inv_4          50
buf_6          90
ha_4          180
mux4_2        470
buf_2         130
[cell type report]
cell class	instances	area share (%)
timing repair buffer	51	43.6
multi-input combinational	37	47.6
tap	46	5.91
inverter	5	2.96
[repair_timing]
item / CTS / global route
pin swaps: 8 / 7
endpoints found under the setup margin: 22 / 16
cloned: 0 / 0
resized: 104 / 13
buffers inserted: 9 / 2
[power by group]
group / switching (uW) / internal, uW
combinational: 83.9 / 139
clock: 0 / 0
sequential: 0 / 0
total: 83.9 / 139
[synthesized netlist by cell type, drive strengths merged]
cell | count | area [sq um]
a21oi | 3 | 15.0
nand2b | 1 | 6.26
nor3b | 3 | 22.5
o32a | 1 | 10.0
conb | 1 | 3.75
and3b | 2 | 17.5
mux2 | 3 | 33.8
nand3b | 1 | 7.51
or2b | 1 | 7.51
a31o | 1 | 8.76
and3 | 1 | 6.26
nor2 | 1 | 3.75
mux4 | 1 | 26.3
mux2i | 2 | 20.0
nor3 | 3 | 15.0
ha | 7 | 87.6
inv | 5 | 18.8
nand2 | 2 | 7.51
o31a | 1 | 10.0
nor2b | 1 | 6.26
buf | 11 | 83.8
[cell usage in the layout (no fill, tap or decap), types with 2 or more instances in the layout]
master,instances
mux2i_1,2
buf_8,2
mux2_4,2
and3b_1,2
ha_4,7
inv_1,2
nor3b_2,3
buf_6,11
conb_1,2
nand2_1,2
nor3_2,3
buf_2,16
buf_4,12
clkdlybuf4s50_1,8
[per-layer routing]
layer | global-route usage, % | vias to the layer above | part of all wire (%)
li1 | - | 254 | -
met1 | 4.56 | 229 | 38
met2 | 8.75 | 6 | 60
met3 | 0.341 | 0 | 1.7
met4 | 0.352 | 0 | 0
met5 | 0 | - | 0
Power is estimated from default activity; no workload was simulated.
