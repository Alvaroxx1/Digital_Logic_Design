### ./config.mk
export PLATFORM = sky130hd
export DESIGN_NAME = fourbit_adder
export DESIGN_NICKNAME = fourbit_adder
export VERILOG_FILES = /design/flow/design.v
export SDC_FILE = /design/flow/constraint.sdc
export NUM_CORES = 4
export LEC_CHECK = 1
export CORE_AREA = 10 10 70 70
export DIE_AREA = 0 0 80 80
### ./constraint.sdc
current_design fourbit_adder

set clk_period 2.2
set clk_io_pct 0.2

create_clock -name clk0 -period $clk_period

set non_clock_inputs [all_inputs -no_clocks]
set_input_delay [expr $clk_period * $clk_io_pct] -clock clk0 $non_clock_inputs
set_output_delay [expr $clk_period * $clk_io_pct] -clock clk0 [all_outputs]
### ./design.v
`timescale 1ns / 1ps
module full_adder(x,y,cin,s,cout);
    input x,y,cin;
    output s,cout;
    xor(s1,x,y);
    xor(s,s1,cin);
    and(c1,x,y);
    and(c2,x,cin);
    and(c3,y,cin);
    or(cout,c1,c2,c3);
endmodule
`timescale 1ns / 1ps
module fourbit_adder(x,y,cin,s,cout);
    input [3:0]x,y;
    input cin;
    output [3:0]s;
    output cout;
    wire [3:1]c;
    full_adder f1(x[0],y[0],cin,s[0],c[1]);
    full_adder f2(x[1],y[1],c[1],s[1],c[2]);
    full_adder f3(x[2],y[2],c[2],s[2],c[3]);
    full_adder f4(x[3],y[3],c[3],s[3],cout);
endmodule
### ./run.sh
#!/bin/bash
# OpenROAD 26Q1-2900-gdf79404cd8, Yosys 0.63+post, stock flow scripts
make -C /OpenROAD-flow-scripts/flow DESIGN_CONFIG=/design/flow/config.mk WORK_HOME=/design/flow/orfs finish
==> reports/qor.csv <==
stage,metric,value,unit
run_status,status,"finished, violations left",
run_status,failing checks,setup timing,
synth,top area contributor share,0.542,
cells_and_area,Layout area overhead,112,%
power_and_ir_drop,total power,0.0592,mW
synth,Unique cell types,3,
grt,antenna violations before repair,0,
clocking,cts hold-fix bufs,0,
placed_design,DPL Wire Length,524,um
detailed_routing,routed vias/inst,1.61,
cells_and_area,fin util,0.0916,
floorplanning,I/O pin total,14,
worst_setup_path,Critical Path Max Stage Delay,0.40,ns
worst_setup_path,Slowest cell on crit path,fa_1,
floorplanning,Row Count,21,
power_and_ir_drop,leakage power,0.141,nW
synth,Yosys chip area,148,um2
detailed_routing,Final ANT Viol Nets,0,
final_timing,final setup vio count,2,
synth,Synth Instances,18,
placed_design,I/O Buffers,14,
power_and_ir_drop,Logic pwr share,1.000,
power_and_ir_drop,PD cells,189,nW/um2
worst_setup_path,crit path cell chain,"buf_6, inv_4, fa_2, inv_2, fa_2, fa_2, inv_2, fa_1, inv_1, buf_2",
synth,Yosys top cell by area,fa_1,
power_and_ir_drop,sequential power share,0,
final_timing,Final WS setup,-0.336,ns
worst_setup_path,Crit path arrival time,2.10,ns
final_timing,Setup TNS,-0.472,ns
grt,largest net degree at the start of global routing,2,
floorplanning,Die Wd,80,um
grt,vias in the first global route,153,
synth,Yosys Instances,18,
synth,yosys warning tally,4,
hold_path,Min-Delay Path Class,in -> out,
detailed_routing,"wirelength, routed",518,um
final_timing,final hold violation count,0,
worst_setup_path,Critical Path Most Common Cell,fa_2,
worst_setup_path,Max Fanout on Critical Path,1,
floorplanning,chip area,6400,um2
detailed_routing,initial DRC count,0,
detailed_routing,TritonRoute pass-1 iters,1,
final_timing,max_slew headroom,0.932,
synth,Synth Seq Share,0,
floorplanning,area of the core,3420,um2
final_timing,Final period util,1.15,
synth,average footprint of a synthesized cell,8.20,um2
power_and_ir_drop,Sw Share,0.368,
power_and_ir_drop,worst vdd ir,0.0177,mV
detailed_routing,drc violations,0,
placed_design,pre-CTS setup slack,-1.06,ns
cells_and_area,seq_cells,0,
worst_setup_path,crit end category,output port,
synth,Netlist Area Pre-Place,148,um2
job,Max Cap Viol,0,
detailed_routing,via count,119,
floorplanning,Chip Height,80,um
job,tool warnings,35,
placed_design,RD Place Congestion,0.699,
grt,first-pass GRT wire length,759,um
final_timing,Slew @ Worst Pin,0.102,ns
final_timing,RSZ-0062 raised after global routing,true,
worst_setup_path,worst endpoint required time,1.76,ns
cells_and_area,layout cells sized above 1,0.500,
cells_and_area,# clk buffers,0,
power_and_ir_drop,clock share of power,0,
detailed_routing,Routed wire per std cell,7.00,um
floorplanning,fp util,0.0432,
cells_and_area,Top Layout Cells,"5 x inv_1, 5 x clkdlybuf4s50_1",
cells_and_area,Register Area,0,um2
worst_setup_path,Startpoint Class,primary input,
detailed_routing,diode count,0,
grt,gr usage total,0.0155,
final_timing,Max Slew Vio Count,0,
final_timing,post-layout minimum cycle time,2.54,ns
worst_setup_path,crit path kind,in -> out,
power_and_ir_drop,Internal,0.0374,mW
power_and_ir_drop,switching power,0.0218,mW
synth,"top cells, area","fa_1 54%, inv_1 25%, buf_4 20%",
grt,total gr overflow,0,
final_timing,f_max,0.394,GHz
==> per-layer routing <==
metal / track usage / up-vias / part of all wire
met5: 0 / - / 0
met4: 0 / 0 / 0
met3: 0.0148 / 0 / 0.21
met2: 0.0257 / 7 / 0.47
met1: 0.0147 / 52 / 0.32
li1: - / 60 / -
==> synth_stat cells <==
library cell	number
buf_4	4
inv_1	10
fa_1	4
==> power by group through the flow <==
| stage | clock network (mW) | registers [mW] | logic [mW] |
|---|---|---|---|
| CTS | 0 | 0 | 0.0622 |
| global route | 0 | 0 | 0.0691 |
| finish | 0 | 0 | 0.0592 |
==> timing repair <==
| item | in CTS | in global routing |
|---|---|---|
| buffers inserted | 0 | 0 |
| pin swaps | 4 | 4 |
| resized | 29 | 3 |
| gates cloned | 0 | 0 |
| setup endpoints to repair | 5 | 3 |
==> critical path, delay by kind of cell <==
kind / cells / cell delay (ns)
buffers and inverters: 6 / 0.40
adders and majority gates: 4 / 1.26
==> logic make-up (layout without fill, tap and decap cells) <==
group,after synthesis,in the layout,share of synthesized area
adder cells (fa/ha/maj),4,4,0.542
buffers and inverters,14,24,0.458
==> path summary, 6_finish.rpt <==
path	startpoint	end	slack, ns	cells after the start
worst max-delay path	cin	s[3]	-0.34	10
worst min-delay path	x[1]	s[1]	1.51	3
==> through the flow <==
step	hold WS (ns)	cells	instance area, um2
2_1_floorplan	1.11	18	153
6_report	1.51	74	313
4_1_cts	1.51	74	310
5_1_grt	1.55	74	313
3_5_place_dp	1.97	74	320
3_3_place_gp	1.96	74	320
==> final cells by class <==
class,instances,area [um2]
fill,401,3100
inverter,10,42.5
multi-input combinational,4,87.6
tap,46,57.6
timing repair buffer,14,125
Power figures rest on the tool's default switching activity, not on a simulated workload.
