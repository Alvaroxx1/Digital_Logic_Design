**design/flow/config.mk**
```make
export PLATFORM = sky130hd
export DESIGN_NAME = full_up_counter
export DESIGN_NICKNAME = full_up_counter
export VERILOG_FILES = /design/flow/design.v
export SDC_FILE = /design/flow/constraint.sdc
export NUM_CORES = 4
export LEC_CHECK = 1
export CORE_AREA = 10 10 101 101
export DIE_AREA = 0 0 111 111
```
**design/flow/run.sh**
```bash
#!/bin/bash
# OpenROAD 26Q1-2900-gdf79404cd8, Yosys 0.63+post, stock flow scripts
make -C /OpenROAD-flow-scripts/flow DESIGN_CONFIG=/design/flow/config.mk WORK_HOME=/design/flow/orfs finish
```
**design/flow/design.v**
```verilog
`timescale 1ns / 1ps
module bcd_decoder(bcd, count_div);
    input [3:0] bcd;
    output reg [7:0] count_div;
    always @(bcd)
    begin
        case(bcd)
            4'b0000: count_div <= 8'b11111100;
            4'b0001: count_div <= 8'b01100000;
            4'b0010: count_div <= 8'b11011010;
            4'b0011: count_div <= 8'b11110010;
            4'b0100: count_div <= 8'b01100110;
            4'b0101: count_div <= 8'b10110110;
            4'b0110: count_div <= 8'b10111110;
            4'b0111: count_div <= 8'b11100000;
            4'b1000: count_div <= 8'b11111110;
            4'b1001: count_div <= 8'b11110110;
            default: count_div <= 8'b11111100;
        endcase
    end
endmodule
`timescale 1ns / 1ps
module debounce(clk, btn, reset, debounce);
    input clk, btn, reset;
    output debounce;
    wire one, two, three;
    dfflop a(clk, btn, one, reset);
    dfflop b(clk, one, two, reset);
    dfflop c(clk, two, three, reset);
    assign debounce = one & two & three;
endmodule
module dfflop(clk, d, q, reset);
    input clk, d, reset;
    output reg q;
    always @(posedge clk)
    begin
        if(reset) q <= 1'b0;
        else q <= d;
    end
endmodule
`timescale 1ns / 1ps
module full_up_counter(clk, btn, reset, segment, anodes);
    input clk, btn, reset;
    output [7:0] segment;
    output [7:0] anodes;
    reg [31:0] count_div;
    wire [3:0] digit;
    wire btnclk;
    debounce debounce(count_div[20], btn, reset, btnclk);
    up_counter upcounter(btnclk, reset, digit);
    bcd_decoder decoder(digit, segment);
    assign anodes = 8'b00000001;
    always @(posedge clk, posedge reset)
        if(reset) count_div <= 0;
        else 
        begin
            if(count_div[23] == 1'b1)
                count_div <= 0;
            else count_div <= count_div + 1;
        end
endmodule
`timescale 1ns / 1ps
module up_counter(clk, reset, bcd);
    input clk, reset;
    output reg [3:0] bcd;
    always @(posedge clk,posedge reset)
    begin 
        if(reset) bcd <= 4'b0000;
        else if(clk) begin
            if (bcd >= 9) 
            begin
                bcd <= 4'b0000;
            end
            else bcd <= bcd + 1;     
        end
    end
endmodule
```
**design/flow/constraint.sdc**
```tcl
current_design full_up_counter

set clk_period 5.0
set clk_io_pct 0.2

create_clock -name clk0 -period $clk_period [get_ports {clk}]

set non_clock_inputs [all_inputs -no_clocks]
set_input_delay [expr $clk_period * $clk_io_pct] -clock clk0 $non_clock_inputs
set_output_delay [expr $clk_period * $clk_io_pct] -clock clk0 [all_outputs]
```
==> flow.log <==
[flow] final metrics
INFO  metric wirelength = 2.82 mm
INFO  metric synthesized_area_per_cell = 9.84 sq um
INFO  metric overflow = 0
INFO  metric route.vias.total = 1124
INFO  metric post-dp-hpwl = about 2.0 mm
INFO  metric number_of_antenna_violations_at_the_first_check_in_global_routing = 0
INFO  metric fp-utilization = 0.209
INFO  metric min_path_type = flop to flop
INFO  metric type_of_origin_of_the_critical_path = flop
INFO  metric yosys-stat-cells = 173
INFO  metric die-width = 111 um
INFO  metric synth-async-reset-ratio = 0.903
INFO  metric grt_pass1_vias = 1064
INFO  metric crit_start = count_div[0]$_DFF_PP0_
INFO  metric worstReg2RegStart = count_div[0]$_DFF_PP0_
INFO  metric grt_start_max_net_pins = 29
INFO  metric number_of_register_pins_that_no_clock_reaches = 7
INFO  metric fmax = 606 MHz
INFO  metric post-route-period-util = 0.330
INFO  metric gp_congestion = around 0.73
INFO  metric worst_clock_skew = between 8 and 9 ps
INFO  metric path_clk_slew = roughly 90 ps
INFO  metric end_kind = flop
INFO  metric cts_inserted_buffers = 3
INFO  metric timing.final.crit_period = roughly 1700 ps
INFO  metric crit_slowest_cell = dfrtp_1
INFO  metric dpl_worst_slack = 3250 ps
INFO  metric antenna-diode-count = 0
INFO  metric wire_per_inst = around 9.9 um
INFO  metric portBuffers = 9
INFO  metric h-tree-depth = 1
INFO  metric worstMarginPinSlew = 799 ps
INFO  metric chipHeight = around 110 um
INFO  metric synth_cell_types = 37
INFO  metric power_density = between 150 and 200 nW/um^2
INFO  metric viasPerCell = 3.96
INFO  metric area_delta_synth_final = 13.5%
INFO  metric hold_viol = 0
INFO  metric critPathBufInv = 0
INFO  metric setup_viol = 0
INFO  metric critPathRequiredTime = approximately 5200 ps
INFO  metric post-cts-setup-buffers = 0
INFO  metric finalWorstSetupSlack = ~3300 ps
INFO  metric synth.cells.most_frequent = dfrtp_1 (28), nor2_1 (16), a21oi_1 (10)
INFO  metric path_max_fanout = 9
INFO  metric post-route-drc-count = 0
INFO  metric hp-start = count_div[0]$_DFF_PP0_
INFO  metric stage_log_warnings = 32
INFO  metric synthMostInstantiatedCell = dfrtp_1
INFO  metric grt_pass1_wl = 5.07 mm
INFO  metric drive_gt1_frac = 0.0838
INFO  metric cts_hold_repair.buffers = 0
INFO  metric fin_worst_hold_slack = 483 ps
INFO  metric grt_setup_unrepaired = false
INFO  metric ys_warn_count = 4
INFO  metric area_share_of_the_leading_cell_type_in_the_synthesized_netlist = 0.412
INFO  metric drt_first_iter_violations = 63
INFO  metric cp_cell_sequence = ha_1 > and4_4 > nand4_4 > or3_1 > a21oi_1
INFO  metric worstPathArrival = around 1800 ps
INFO  metric ys_seq_elements = 31
INFO  metric synth.yosys.seq_area_share = 0.447
INFO  metric status = finished, final reports clean
INFO  metric worstSkewPairLatency = around 260 ps
INFO  metric most_used_dff_post_synth = dfrtp_1
INFO  metric untimed_endpoints = 14
INFO  metric cts_tree = yes
INFO  metric synthTopCellsByArea = dfrtp_1 (41%), ha_1 (6.6%), xor2_1 (4.6%), buf_4 (4.0%), dfxtp_1 (3.5%)
INFO  metric slew-limit-headroom = 0.467
INFO  metric yosys_area = between 1500 and 2000 sq um
INFO  metric synthCells = approximately 170
INFO  metric cts_resized = 0
INFO  metric num_rows = 33
INFO  metric core_area = about 8000 sq um
INFO  metric drv.max_cap_violation_count = 0
INFO  metric area_of_the_mapped_netlist = ~1700 sq um
INFO  metric vdd.ir_drop.worst = about 0.14 mV
INFO  metric chipArea = 12300 sq um
INFO  metric route.antenna.remaining_nets = 0
INFO  metric worst_path_largest_cell_delay = about 400 ps
INFO  metric grt.total_usage = 0.0462
INFO  metric setup_tns = 0 ps
INFO  metric clock_tree.root_cell = clkbuf_8
INFO  metric drt_pass1_iterations = 4
INFO  metric criticalPathCategory = flop to flop
INFO  metric ioPinCount = 19
INFO  metric report.final.slew_viol_count = 0
INFO  metric clock_path_buffers = 2
INFO  metric edf_count = 0
INFO  metric power_leakage = 0.000839 uW
INFO  metric path_delay_family = simple AND/OR/NAND/NOR gates
INFO  metric post-synth-top-area-cell = dfrtp_1
[placed cells by master, fill, tap and decap left out, drive strengths merged, types with 2 or more instances in the layout]
cell type	synthesis	routed
dfrtp	28	28
nor2	16	16
a21oi	10	10
o21ai	10	10
nand2	9	9
xor2	9	9
ha	9	9
conb	2	9
clkdlybuf4s50	0	9
nand3	8	8
inv	7	7
or3	7	7
nor2b	6	6
nand4	6	6
and4	6	6
xnor2	4	4
and3	3	3
clkbuf	5	3
dfxtp	3	3
and2	3	3
nand2b	2	2
o22ai	2	2
[path summary, 6_finish.rpt]
| path | end | slack [ps] | cells after the start |
|---|---|---|---|
| setup / recovery | count_div[18]$_DFF_PP0_ | 3350 | 5 |
| hold / removal | count_div[0]$_DFF_PP0_ | 480 | 1 |
| setup reg to reg | count_div[18]$_DFF_PP0_ | 3350 | 5 |
| hold reg to reg | count_div[0]$_DFF_PP0_ | 480 | 1 |
| max in group asynchronous | count_div[9]$_DFF_PP0_ | 3570 | 3 |
| min in group asynchronous | count_div[20]$_DFF_PP0_ | 1170 | 3 |
[metrics by stage]
| stage | instances | power [uW] | cell area (sq um) | utilization |
|---|---|---|---|---|
| floorplan | 180 | 206 | 1730 | - |
| global placement | 280 | 206 | 1860 | 0.229 |
| detailed placement | 280 | 206 | 1860 | 0.229 |
| CTS | 284 | 373 | 1930 | 0.237 |
| global route | 284 | 382 | 1930 | 0.237 |
| finish | 284 | 368 | 1930 | 0.237 |
[layout make-up]
cell class / instances / area (sq um)
Clock buffer: 3 / 41.3
Inverter: 7 / 26.3
Sequential cell: 31 / 761
Fill cell: 841 / 6200
Tap cell: 105 / 131
Timing Repair Buffer: 10 / 97.6
Multi-Input combinational cell: 127 / 843
Clock inverter: 1 / 30.0
[power by group]
group,switching [uW],internal [uW],total (uW)
clock,60.3,107,167
sequential,0,194,194
combinational,5.09,2.17,7.26
[registers in the layout, summed over array words and instances (netlist names)]
signal / flops
debounce.b.q: 1
upcounter.bcd: 4
debounce.a.q: 1
count_div: 24
debounce.c.q: 1
[cell families after synthesis]
family / count (synthesis) / share of synthesized area
AND/OR/NAND/NOR: 70 / 0.253
flip-flops: 31 / 0.447
AND-OR/OR-AND: 25 / 0.0809
buffers and inverters: 22 / 0.0728
XOR/XNOR: 13 / 0.0669
adder cells (fa/ha/maj): 9 / 0.0662
other: 2 / 0.00441
multiplexers: 1 / 0.00882
[worst register-to-register path, cell delays in order, from the launching register on]
cell and delay, ps:
dfrtp_1 400, ha_1 220, and4_4 270, nand4_4 180, or3_1 350, a21oi_1 150
[metal layers]
metal | share of wire | wire length, um | track usage
met5 | 0 | 0 | 0
met4 | 0.012 | 35 | 0.00521
met3 | 0.052 | 148 | 0.0153
met2 | 0.44 | 1230 | 0.0696
met1 | 0.50 | 1410 | 0.0649
No activity file was given, so power comes from the tool's default toggle rates.
